$ cat flow/run.sh
#!/bin/bash
# OpenROAD 26Q1-2900-gdf79404cd8, Yosys 0.63+post, stock flow scripts
make -C /OpenROAD-flow-scripts/flow DESIGN_CONFIG=/design/flow/config.mk WORK_HOME=/design/flow/orfs finish
$ cat flow/config.mk
export PLATFORM = sky130hd
export DESIGN_NAME = bin_to_decimal
export DESIGN_NICKNAME = bin_to_decimal
export VERILOG_FILES = /design/flow/design.v
export SDC_FILE = /design/flow/constraint.sdc
export NUM_CORES = 4
export LEC_CHECK = 1
export CORE_UTILIZATION = 50
$ cat flow/constraint.sdc
current_design bin_to_decimal

set clk_period 26.3
set clk_io_pct 0.2

create_clock -name clk0 -period $clk_period

set non_clock_inputs [all_inputs -no_clocks]
set_input_delay [expr $clk_period * $clk_io_pct] -clock clk0 $non_clock_inputs
set_output_delay [expr $clk_period * $clk_io_pct] -clock clk0 [all_outputs]
$ cat flow/design.v
`timescale 1ns / 1ps
module bin_to_decimal(
	input [15:0] B,
	output reg [19:0] bcdout
	);
	reg [35:0] z;
	integer i;
always @(*)
  begin
    for(i = 0; i <= 35; i = i+1)
	z[i] = 0;
    z[18:3] = B;  
    repeat(13)
	 begin
	if(z[19:16] > 4)	
		z[19:16] = z[19:16] + 3;
	if(z[23:20] > 4) 	
		z[23:20] = z[23:20] + 3;
	if(z[27:24] > 4) 	
		z[27:24] = z[27:24] + 3;
	if(z[31:28] > 4) 	
		z[31:28] = z[31:28] + 3;
	if(z[35:32] > 4) 	
		z[35:32] = z[35:32] + 3;
	z[35:1] = z[34:0];
    end      
    bcdout = z[35:16]; 
  end         
endmodule
==> flow_summary.yaml <==
# synthesis and place-and-route metrics
route:
  first_pass_iters: 5
  wl_mm: 13.5
  n_antenna_cell: 0
  ant_nets: 0
  wl_per_cell_um: 15.4
  drt_iter0_drc: 458
  vias_per_cell: 6.54
  vias: 5718
  drc: 0
place:
  port-buffer-count: 34
  placed_area_mm2: 0.00551
  gp_congestion: 0.899
  place_hpwl_mm: 10.3
global_routing:
  antenna_found_initial: 0
  grt_max_degree: 29
  grt_pass1_vias: 5001
  grt_util_all_layers_pct: 25.2
  overflow: 0
  grt_first_pass_wirelength_mm: 23.7
setup_path:
  critPathMaxStageDelay_ps: 670
  worst_ep_required_time_ps: 21040
  criticalPathCategory: "input port to output pin"
  slowest_stage: "clkdlybuf4s50_1"
  path_common_cell: "ha_1"
  end_kind: "output pin"
  critical_path_arrival_ps: 15040
  crit_fanout: 21
  startpoint_type: "input port"
final_timing:
  finalCritPeriodShare_pct: 77.2
  hold_violations: 0
  maxSlewHeadroom_pct: 43.3
  report.final.slew_viol_count: 0
  fmax_ghz: 0.0493
  min_period_ps: 20300
  worstMarginPinSlew_ps: 843
  grt_setup_unrepaired: "false"
  setup_tns_ps: 0
  setup_violations: 0
synthesis:
  yosys_warnings: 1
  synth_cells: 747
  synth.avg_cell_area_um2: 6.96
  ys_types: 106
  netlist_area_mm2: 0.00520
  yosys_cells: 747
  ys_area_mm2: 0.00520
  yosysSeqAreaShare_pct: 0
run:
  warning_count: 49
  maxCapViolations: 0
floorplan:
  die_w_um: 104
  rows: 36
  die_area_mm2: 0.0108
  chipHeight_um: 104
  initCoreUtil_pct: 52.4
  num_io_pins: 36
  core_mm2: 0.00991
layout:
  stdcell_area_mm2: 0.00551
  ff_count: 0
  seq_area_um2: 0
  area_growth_pct: 6.04
  clockBufferCount: 0
  comb_area_mm2: 0.00482
  num-fill-cells: 978
  drive_above_1_share_pct: 11.9
clock_tree:
  cts_hold_buf: 0
  cts-resized-gates: 0
  post_cts_buffers: 0
status:
  outcome: "finished clean"
hold_path:
  holdPathStages: 0
  hp-class: "input port to output pin"
cell usage after synthesis (10+ instances only):
cell | count | area share (%)
mux2_2 | 10 | 2.2
o21ai_0 | 39 | 3.8
a21oi_1 | 48 | 4.6
xnor2_1 | 20 | 3.4
o22ai_1 | 13 | 1.6
inv_1 | 33 | 2.4
nand2_1 | 57 | 4.1
buf_2 | 16 | 1.5
clkbuf_1 | 21 | 1.5
nand3_1 | 32 | 3.1
a31oi_1 | 13 | 1.6
nor2_1 | 61 | 4.4
o211ai_1 | 11 | 1.6
a21o_1 | 12 | 1.7
mux2i_1 | 29 | 5.6
nor3_1 | 37 | 3.6
o21ai_1 | 13 | 1.3
ha_1 | 33 | 7.9
worst max-delay path, delay by kind of cell:
| family | cells | cell delay, ps |
|---|---|---|
| adders and majority gates | 8 | 2270 |
| AOI/OAI and AO/OA | 9 | 2220 |
| and+or+nand+nor | 9 | 2060 |
| xor gates and xnor gates | 7 | 1650 |
| buffers and inverters | 7 | 1540 |
area by class of cell:
cell class                 count  area share (%)
multi-input combinational    665            87.4
timing repair buffer          42            7.27
tap                          133            3.02
inverter                      34            2.32
per-layer routing:
| metal | up-vias | track usage [%] | share of wire (%) |
|---|---|---|---|
| li1 | 2925 | - | - |
| met1 | 2574 | 40.1 | 51 |
| met2 | 206 | 38.5 | 42 |
| met3 | 13 | 1.72 | 6.6 |
| met4 | 0 | 1.43 | 0.68 |
| met5 | - | 0 | 0 |
cell usage in the layout, fill, tap and decap left out, drive strengths merged, types with 5 or more instances in the layout:
cell type	instances
a2111oi	9
nand3	33
a221oi	8
o22ai	13
xnor2	23
a21oi	52
mux2i	32
nand2b	9
nor2	66
ha	33
a311o	5
and2	7
a21o	12
a211oi	12
a211o	7
inv	33
a311oi	7
xor2	10
mux2	11
a31oi	14
or2	5
o211ai	11
or4	6
o31ai	10
o2111ai	8
a32o	5
nand2	58
nor3	43
buf	8
a21boi	8
and3	7
clkdlybuf4s50	34
o21ai	53
nor4	12
nand4	5
cells by family after synthesis:
group | after synthesis | share of synthesized area [%]
adders and majority gates | 34 | 8.14
muxes | 43 | 8.76
AOI/OAI and AO/OA | 293 | 43.3
buffers and inverters | 82 | 7.32
xor gates and xnor gates | 33 | 6.14
and+or+nand+nor | 262 | 26.3
path summary, 6_finish.rpt:
path	from	to	slack, ps
max	B[13]	bcdout[1]	6000
min	B[0]	bcdout[0]	10520
metrics by stage:
step / setup WS (ps) / utilization [%] / hold slack, ps / cells
6_report: 6000 / 55.6 / 10520 / 874
5_1_grt: 5090 / 55.6 / 10520 / 874
4_1_cts: 6000 / 55.6 / 10520 / 874
3_5_place_dp: 6030 / 55.6 / 10520 / 874
3_3_place_gp: 6290 / 55.6 / 10520 / 874
2_1_floorplan: 8270 / - / 10590 / 747
