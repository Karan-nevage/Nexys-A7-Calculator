==> design/flow/design.v <==
`timescale 1ns / 1ps
module BIN_DEC2(
	input [15:0] B2,
	output reg [19:0] bcdout2
	);
	reg [35:0] z;
	integer i;
always @(*)
  begin
    for(i = 0; i <= 35; i = i+1)
	z[i] = 0;
    z[18:3] = B2;  
    repeat(13)
	 begin
	if(z[19:16] > 4)	
		z[19:16] = z[19:16] + 3;
	if(z[23:20] > 4) 	
		z[23:20] = z[23:20] + 3;
	if(z[27:24] > 4) 	
		z[27:24] = z[27:24] + 3;
	if(z[31:28] > 4) 	
		z[31:28] = z[31:28] + 3;
	if(z[35:32] > 4) 	
		z[35:32] = z[35:32] + 3;
	z[35:1] = z[34:0];
    end      
    bcdout2 = z[35:16]; 
  end         
endmodule
==> design/flow/run.sh <==
#!/bin/bash
# OpenROAD 26Q1-2900-gdf79404cd8, Yosys 0.63+post, stock flow scripts
make -C /OpenROAD-flow-scripts/flow DESIGN_CONFIG=/design/flow/config.mk WORK_HOME=/design/flow/orfs finish
==> design/flow/config.mk <==
export PLATFORM = sky130hd
export DESIGN_NAME = BIN_DEC2
export DESIGN_NICKNAME = BIN_DEC2
export VERILOG_FILES = /design/flow/design.v
export SDC_FILE = /design/flow/constraint.sdc
export NUM_CORES = 4
export LEC_CHECK = 1
export CORE_UTILIZATION = 50
==> design/flow/constraint.sdc <==
current_design BIN_DEC2

set clk_period 19.7
set clk_io_pct 0.2

create_clock -name clk0 -period $clk_period

set non_clock_inputs [all_inputs -no_clocks]
set_input_delay [expr $clk_period * $clk_io_pct] -clock clk0 $non_clock_inputs
set_output_delay [expr $clk_period * $clk_io_pct] -clock clk0 [all_outputs]
==> run summary <==
Results of the implementation run.

The average cell area after synthesis is 6.96 µm². The initial antenna violation count came out at 0. The final antenna diode tally reported by the flow is 0. The core box area is 9910 µm². According to the timing report, the arrival time at the worst endpoint equals 13750 ps.

The count of maximum capacitance violations is 0. In the final layout, the clock buffer count is 0.

The gate family responsible for the most delay along the worst path is AND-OR/OR-AND gates. The run finished with clean final reports. Across the whole layout, storage elements account for 0 µm². The routed layout has 5712 vias. The setup slack after layout is 2010 ps. Global routing finished with a remaining overflow of 0. The post-placement worst setup slack is 2110 ps. Per the post-run analysis, buffers plus inverters along the critical path come to 7. The number of logged tool warnings came out at 49.

The horizontal die dimension reported for this design is 104 µm. The sequential area share after synthesis came out at 0%. The synthesized design spends more area on one cell type than any other, namely sky130_fd_sc_hd__ha_1. The number of global-route vias before repair came out at 4880. The global-route usage over all layers is 24.8%. The die height came out at 104 µm. For this design, the CTS-stage hold fixing added 0 buffers.

The worst setup path is captured at an output port. For the completed layout, the total cell area is recorded as 5510 µm². The total wire length after detailed routing is 13500 µm.

The number of routed nets with antenna violations came out at 0. The slew of the pin with the lowest slew margin came out at 859 ps. The final sequential cell count came out at 0. Cells fill 55.6% of the core in the end. The shortest clock period the worst path allows after layout is 17690 ps. The headroom to the max-slew limit came out at 42.4%. The starting density of the core is 52.4%.

The area added between synthesis and finish is 6.04%. The count of distinct cell types in the synthesized netlist came out at 106. The post-CTS resize count came out at 0.

The instance tally after logic synthesis came out at 747. The synthesized netlist has a Yosys-reported chip area of 5200 µm². The count of buffers inserted at the top-level ports came out at 34. The report shows a maximum critical-path fanout of 25. The required time at the worst endpoint is listed as 15760 ps.

The mapped netlist covers 5200 µm². Setup repair after global routing left no endpoint under its margin. The layout summary lists the proportion of cells stronger than drive strength 1 as 11.9%. The total negative slack came out at 0 ps. For this run, design rule violations remaining after detail routing come to 0.

The maximum number of pins on one net before global-route repair is 29. The element type at the critical path start is an input port. The top-level I/O count came out at 36. The weighted congestion at the end of routability-driven global placement is 0.899. By startpoint and endpoint, the worst setup path is classified as input port to output port. Per the timing report, the achievable frequency comes out to 56.5 MHz.

After floorplanning, the core was divided into 36 placement rows. The kind of path behind the tightest hold check is input port to output port. For this run, the number of Yosys warnings is 1. In the routed layout, each cell is associated on average with a via count of 6.54.

The first TritonRoute pass finished after 5 iterations. The final timing report lists a max-slew violation count of 0. For this block, the initial DRC count from the detailed router was 467.

According to the dpl log, the detail-placed design has an HPWL of 10300 µm. The first global-routing pass estimated 23300 µm of wire. In the post-synthesis netlist, the biggest area contributors are sky130_fd_sc_hd__ha_1, sky130_fd_sc_hd__mux2i_1, sky130_fd_sc_hd__a21oi_1, sky130_fd_sc_hd__nor2_1, sky130_fd_sc_hd__nand2_1. The area of the die is 10800 µm².

The delay of the slowest cell on the worst path is 680 ps. The final-report hold violation count is 0. The final cycle utilization of the critical path came out at 89.8%.

The final-report setup violation count came out at 0. The area share of the largest cell type after synthesis is 7.95%. The average wire per cell in the routed design is 15.4 µm. Post-CTS timing repair inserted 0 buffers for setup.

The post-detailed-placement cell area is 5510 µm². The count of fill cells added during filler insertion is 968. In this design, the critical path's most frequently occurring cell is sky130_fd_sc_hd__ha_1. Per the Yosys statistics, synthesis produced 747 cells. The largest individual stage delay along the critical path comes from the cell sky130_fd_sc_hd__clkdlybuf4s50_1.
-- cell families after synthesis --
| logic type | share of synthesized area (%) |
|---|---|
| muxes | 8.76 |
| AOI/OAI and AO/OA | 43.3 |
| and+or+nand+nor | 26.3 |
| buffers and inverters | 7.32 |
| xor gates and xnor gates | 6.14 |
| adders and majority gates | 8.14 |
-- stage by stage --
| step | hold WS, ps | std cells |
|---|---|---|
| 6_report | 7880 | 874 |
| 5_1_grt | 7880 | 874 |
| 4_1_cts | 7880 | 874 |
| 3_5_place_dp | 7880 | 874 |
| 3_3_place_gp | 7880 | 874 |
| 2_1_floorplan | 7950 | 747 |
-- layout make-up --
class / count / area [µm²] / area share, %
Inverter: 34 / 128 / 2.32
Tap cell: 133 / 166 / 3.02
Timing Repair Buffer: 42 / 400 / 7.27
Multi-Input combinational cell: 665 / 4820 / 87.4
-- synth_stat cells (6+ instances only) --
| cell | n |
|---|---|
| sky130_fd_sc_hd__xor2_1 | 9 |
| sky130_fd_sc_hd__mux2_2 | 10 |
| sky130_fd_sc_hd__a211o_1 | 7 |
| sky130_fd_sc_hd__xnor2_1 | 20 |
| sky130_fd_sc_hd__o211ai_1 | 11 |
| sky130_fd_sc_hd__a21o_1 | 12 |
| sky130_fd_sc_hd__nor2_1 | 61 |
| sky130_fd_sc_hd__buf_4 | 8 |
| sky130_fd_sc_hd__nor3_1 | 37 |
| sky130_fd_sc_hd__o21ai_0 | 39 |
| sky130_fd_sc_hd__nand3_1 | 32 |
| sky130_fd_sc_hd__a31oi_1 | 13 |
| sky130_fd_sc_hd__a21oi_1 | 48 |
| sky130_fd_sc_hd__buf_2 | 16 |
| sky130_fd_sc_hd__o2111ai_1 | 8 |
| sky130_fd_sc_hd__and3_1 | 7 |
| sky130_fd_sc_hd__mux2i_1 | 29 |
| sky130_fd_sc_hd__inv_1 | 33 |
| sky130_fd_sc_hd__o31ai_1 | 8 |
| sky130_fd_sc_hd__o21ai_1 | 13 |
| sky130_fd_sc_hd__and2_1 | 6 |
| sky130_fd_sc_hd__a211oi_1 | 9 |
| sky130_fd_sc_hd__o22ai_1 | 13 |
| sky130_fd_sc_hd__ha_1 | 33 |
| sky130_fd_sc_hd__nand2_1 | 57 |
| sky130_fd_sc_hd__nor4_1 | 8 |
| sky130_fd_sc_hd__nand2b_1 | 9 |
| sky130_fd_sc_hd__clkbuf_1 | 21 |
-- routing by layer --
layer / track usage [%] / part of all wire (%) / up-vias / routed length, µm
met2: 38.1 / 42 / 185 / 5700
met3: 0.957 / 5.9 / 8 / 791
met4: 1.22 / 0.32 / 0 / 43
li1: - / - / 2918 / -
met1: 40.0 / 52 / 2601 / 6970
met5: 0 / 0 / - / 0
-- placed cells by master, fill, tap and decap left out, types with 4 or more instances in the layout --
cell type,synthesis,layout
sky130_fd_sc_hd__a311oi_1,5,5
sky130_fd_sc_hd__a311o_1,5,5
sky130_fd_sc_hd__nor2_1,61,61
sky130_fd_sc_hd__nand4_1,5,5
sky130_fd_sc_hd__a21boi_1,4,4
sky130_fd_sc_hd__o21a_1,4,4
sky130_fd_sc_hd__ha_1,33,33
sky130_fd_sc_hd__o21ai_1,13,13
sky130_fd_sc_hd__nand2_1,57,57
sky130_fd_sc_hd__a221oi_1,5,5
sky130_fd_sc_hd__mux2i_1,29,29
sky130_fd_sc_hd__or4_1,5,5
sky130_fd_sc_hd__nor4_1,8,8
sky130_fd_sc_hd__nand3_1,32,32
sky130_fd_sc_hd__nor2_2,4,4
sky130_fd_sc_hd__a21o_1,12,12
sky130_fd_sc_hd__buf_4,8,8
sky130_fd_sc_hd__a2111oi_2,4,4
sky130_fd_sc_hd__o22ai_1,13,13
sky130_fd_sc_hd__nand2b_1,9,9
sky130_fd_sc_hd__a32o_1,4,4
sky130_fd_sc_hd__nor3_1,37,37
sky130_fd_sc_hd__and2_1,6,6
sky130_fd_sc_hd__o22a_1,4,4
sky130_fd_sc_hd__nor3_2,5,5
sky130_fd_sc_hd__inv_1,33,33
sky130_fd_sc_hd__clkdlybuf4s50_1,0,34
sky130_fd_sc_hd__and3_1,7,7
sky130_fd_sc_hd__a211o_1,7,7
sky130_fd_sc_hd__a21oi_1,48,48
sky130_fd_sc_hd__o21ai_0,39,39
sky130_fd_sc_hd__a31oi_1,13,13
sky130_fd_sc_hd__o2111ai_1,8,8
sky130_fd_sc_hd__xnor2_1,20,20
sky130_fd_sc_hd__o221a_2,4,4
sky130_fd_sc_hd__xor2_1,9,9
sky130_fd_sc_hd__mux2_2,10,10
sky130_fd_sc_hd__o31ai_1,8,8
sky130_fd_sc_hd__o211ai_1,11,11
sky130_fd_sc_hd__a211oi_1,9,9
-- final timing paths --
check | slack [ps] | to | from | cells after the start
worst max-delay path | 2010 | bcdout2[1] | B2[13] | 40
worst min-delay path | 7880 | bcdout2[0] | B2[0] | 0
