==> ./design.v <==
`timescale 1ns / 1ps
module BIN_DEC1(
	input [15:0] B1,
	output reg [19:0] bcdout1
	);
	reg [35:0] z;
	integer i;
always @(*)
  begin
    for(i = 0; i <= 35; i = i+1)
	z[i] = 0;
    z[18:3] = B1;  
    repeat(13)
	 begin
	if(z[19:16] > 4)	
		z[19:16] = z[19:16] + 3;
	if(z[23:20] > 4) 	
		z[23:20] = z[23:20] + 3;
	if(z[27:24] > 4) 	
		z[27:24] = z[27:24] + 3;
	if(z[31:28] > 4) 	
		z[31:28] = z[31:28] + 3;
	if(z[35:32] > 4) 	
		z[35:32] = z[35:32] + 3;
	z[35:1] = z[34:0];
    end      
    bcdout1 = z[35:16]; 
  end         
endmodule
==> ./run.sh <==
#!/bin/bash
# OpenROAD 26Q1-2900-gdf79404cd8, Yosys 0.63+post, stock flow scripts
make -C /OpenROAD-flow-scripts/flow DESIGN_CONFIG=/design/flow/config.mk WORK_HOME=/design/flow/orfs finish
==> ./config.mk <==
export PLATFORM = sky130hd
export DESIGN_NAME = BIN_DEC1
export DESIGN_NICKNAME = BIN_DEC1
export VERILOG_FILES = /design/flow/design.v
export SDC_FILE = /design/flow/constraint.sdc
export NUM_CORES = 4
export LEC_CHECK = 1
export CORE_UTILIZATION = 50
==> ./constraint.sdc <==
current_design BIN_DEC1

set clk_period 26.3
set clk_io_pct 0.2

create_clock -name clk0 -period $clk_period

set non_clock_inputs [all_inputs -no_clocks]
set_input_delay [expr $clk_period * $clk_io_pct] -clock clk0 $non_clock_inputs
set_output_delay [expr $clk_period * $clk_io_pct] -clock clk0 [all_outputs]
==> notes.md <==
Synthesis and place-and-route results.

- The post-layout minimum cycle time is 20.30 ns.
- The count of distinct cell types in the synthesized netlist is 106.
- For this run, the register share of the synthesized area comes to 0%.
- The sort of element at the start of the critical path is a primary input.
- Counting the warning lines in the Yosys log gives 1.
- Setup violations remaining at the end of the flow were counted as 0.
- The run reported a max-capacitance violation count of 0.
- The via total after detailed routing is 5718.
- The buffers plus inverters on the worst setup path is 7.
- The worst-case max-slew headroom was logged as 43.3%.
- STA shows the worst min-delay path finishing at bcdout1[0].
- For the completed layout, the total cell area is recorded as 5510 µm².
- Derived from the worst setup path, the maximum achievable clock frequency is 49.3 MHz.
- The sequential cell area is 0 µm².
- In this run the remaining antenna-violating nets after routing total 0.
- The routed design shows a via density per instance of 6.54.
- The first detailed-routing pass ran for 5 iterations.
- The class of the worst hold path is in -> out.
- The layout clock buffer count is 0.
- The number of gates resized after cts is 0.
- The final RePlAce weighted congestion is 0.899.
- The worst setup path is captured at an output pin.
- The number of buffers inserted by post-CTS setup repair is 0.
- The floorplan has 36 rows.
- The vertical die size is 104 µm.
- The critical path arrival is 15.04 ns.
- The number of cells on the worst hold path is listed as 0.
- The x dimension of the die is 104 µm.
- The OpenROAD report gives the critical path a required time of 21.04 ns.
- The floorplan step defined a core boundary enclosing 9910 µm².
- Cells fill 55.6% of the core in the end.
- After technology mapping, the gate count stands at 747.
- The die covers 10800 µm².
- The average wire length per cell after detail routing is 15.4 µm.
- During I/O placement, the number of pins put on the boundary was 36.
- Setup total negative slack on the finished layout was measured at 0 ns.
- The average footprint of a synthesized cell is 6.96 µm².
- The cell area after technology mapping is 5200 µm².
- OpenROAD reports that the post-layout worst path occupies 77.2% of the period.
- The kind of critical path is in -> out.
- The number of buffers added on ports is 34.
- Per the detailed-route log, wirelength across all metal layers totals 13.5 mm.
- Looking at hold timing, the worst path starts from B1[0].
- The slowest stage of the critical path is the sky130_fd_sc_hd__clkdlybuf4s50_1 cell.
- The synthesis area per yosys is 5200 µm².
- The transition time of the tightest slew-check pin is 0.843 ns.
- Per the final timing report, the hold violations number 0.
- The number of antenna violations at the first check in global routing came to 0.
- The global-route wire length before repair is 23.7 mm.
- Summed over all instances, the cell type with the most area after synthesis is sky130_fd_sc_hd__ha_1.
- The detailed-route DRC error count is 0.
- Before placement the cells fill 52.4% of the core.
- In this run, the number of DRC markers left after iteration 0 of detailed routing was 458.
- The pin count of the biggest net entering global routing is 29.
- The timing report shows the most common cell along the critical path to be sky130_fd_sc_hd__ha_1.
- Across every metal layer, demand over resource in global routing totals 25.2%.
- The placed standard-cell area is 5510 µm².
- The flow ran to the end, and the final reports show no timing, DRC or antenna violations.
- The tally of OpenROAD warnings is 49.
- The report shows a maximum critical-path fanout of 21.
- Per STA, the worst path accumulates the most delay in the family adder cells.
- The synthesis report lists the most area-consuming cells as sky130_fd_sc_hd__ha_1, sky130_fd_sc_hd__mux2i_1, sky130_fd_sc_hd__a21oi_1.
- Antenna repair during routing inserted a diode count of 0.
- The count of flip-flops and latches is 0.
- Yosys stat counts 747 cells in the synthesized netlist.
- Setup repair after global routing left no endpoint under its margin.
- The share of cells above drive strength 1 is 11.9%.
- Yosys reports that the leading cell type by area covers 7.95% of the netlist area.
- The area growth from synthesis to layout is 6.04%.
- The wire-length estimate of the detail-placed layout is 10.3 mm.
- After global routing the overflow that remains totals 0.
- The post-CTS hold buffer count recorded in the log is 0.
- The longest individual stage delay on the worst path is 0.67 ns.
- The max-slew violation count is 0.
- The via count of the first global-routing pass was 5001.
-- cell type report --
type | instances | area, µm²
Fill cell | 978 | 4400
Inverter | 34 | 128
Multi-Input combinational cell | 665 | 4820
Tap cell | 133 | 166
Timing Repair Buffer | 42 | 400
-- per-stage QoR --
step / cells / hold WS [ns] / worst slack (ns)
final: 874 / 10.52 / 6.00
after detailed placement: 874 / 10.52 / 6.03
after floorplan: 747 / 10.59 / 8.27
after CTS: 874 / 10.52 / 6.00
after global placement: 874 / 10.52 / 6.29
after global routing: 874 / 10.52 / 5.09
-- how the worst max path moves through the flow --
stage | from | endpoint | slack, ns | depth (start not counted)
4_1_cts | B1[13] | bcdout1[6] | 6.00 | 38
5_1_grt | B1[13] | bcdout1[1] | 5.09 | 40
6_report | B1[13] | bcdout1[1] | 6.00 | 40
-- cell usage after synthesis, drive strengths merged, types with 6 or more instances --
cell type,number
o2111ai,8
a221oi,8
xor2,10
o21ai,53
a21boi,8
mux2,11
a211o,7
and2,7
or4,6
xnor2,23
nor2,66
inv,33
a21oi,52
ha,33
mux2i,32
a2111oi,9
a31oi,14
nand3,33
o31ai,10
a311oi,7
o211ai,11
buf,27
nor3,43
clkbuf,21
a211oi,12
nor4,12
nand2,58
o22ai,13
and3,7
a21o,12
nand2b,9
-- placed cells by master, fill, tap and decap left out, types with 12 or more instances in the layout --
cell type | Yosys | final
sky130_fd_sc_hd__a21o_1 | 12 | 12
sky130_fd_sc_hd__nand3_1 | 32 | 32
sky130_fd_sc_hd__mux2i_1 | 29 | 29
sky130_fd_sc_hd__a21oi_1 | 48 | 48
sky130_fd_sc_hd__o22ai_1 | 13 | 13
sky130_fd_sc_hd__inv_1 | 33 | 33
sky130_fd_sc_hd__ha_1 | 33 | 33
sky130_fd_sc_hd__nor2_1 | 61 | 61
sky130_fd_sc_hd__xnor2_1 | 20 | 20
sky130_fd_sc_hd__nor3_1 | 37 | 37
sky130_fd_sc_hd__a31oi_1 | 13 | 13
sky130_fd_sc_hd__o21ai_0 | 39 | 39
sky130_fd_sc_hd__o21ai_1 | 13 | 13
sky130_fd_sc_hd__nand2_1 | 57 | 57
sky130_fd_sc_hd__clkdlybuf4s50_1 | 0 | 34
-- cell families (layout without fill, tap and decap cells) --
group / Yosys count / after routing / share of synthesized area (%)
AOI/OAI and AO/OA: 293 / 293 / 43.3
and+or+nand+nor: 262 / 262 / 26.3
buffers and inverters: 82 / 76 / 7.32
muxes: 43 / 43 / 8.76
adders and majority gates: 34 / 34 / 8.14
xor gates and xnor gates: 33 / 33 / 6.14
-- metal layers --
layer | vias to the layer above | wire, µm | GRT usage, %
met4 | 0 | 91 | 1.43
li1 | 2925 | - | -
met2 | 206 | 5610 | 38.5
met3 | 13 | 892 | 1.72
met1 | 2574 | 6880 | 40.1
met5 | - | 0 | 0
